[flow/design.v]
module programcounter (clk,enable,val,count);
    input [7:0] val;
    input clk,enable;
    output reg [7:0] count;
    always @ (posedge clk)
        if (enable)
            count <= count + 1;
        else
            count <= val;
endmodule
[flow/run.sh]
#!/bin/bash
# OpenROAD 26Q1-2900-gdf79404cd8, Yosys 0.63+post, stock flow scripts
make -C /OpenROAD-flow-scripts/flow DESIGN_CONFIG=/design/flow/config.mk WORK_HOME=/design/flow/orfs finish
[flow/config.mk]
export PLATFORM = sky130hd
export DESIGN_NAME = programcounter
export DESIGN_NICKNAME = programcounter
export VERILOG_FILES = /design/flow/design.v
export SDC_FILE = /design/flow/constraint.sdc
export NUM_CORES = 4
export LEC_CHECK = 1
export CORE_AREA = 10 10 70 70
export DIE_AREA = 0 0 80 80
[flow/constraint.sdc]
current_design programcounter

set clk_period 1.4
set clk_io_pct 0.2

create_clock -name clk0 -period $clk_period [get_ports {clk}]

set non_clock_inputs [all_inputs -no_clocks]
set_input_delay [expr $clk_period * $clk_io_pct] -clock clk0 $non_clock_inputs
set_output_delay [expr $clk_period * $clk_io_pct] -clock clk0 [all_outputs]
==> flow_metrics.tcl <==
# implementation run metrics
set metrics [dict create \
    diodes 0 \
    seqCellArea_um2 180 \
    top_register "count" \
    drtPass1Iterations 4 \
    dieArea_um2 6400 \
    ys_seq_share 0.456 \
    cts_tree "yes" \
    syn_area_per_cell_um2 8.79 \
    port_buffers 17 \
    die_x_um 80 \
    worstMarginPinSlew_ns 0.178 \
    clockRootBuffer "clkbuf_4" \
    drc_errors 0 \
    reg_top3 "count: 8 flops" \
    initCoreUtil 0.103 \
    yosys_warnings 1 \
    synthSimpleGateAreaFrac 0.214 \
    cp.arrival_ns 1.06 \
    rsz0062_at_grt "no" \
    topCombFamilyByArea "simple AND/OR/NAND/NOR gates" \
    syn_inst 40 \
    endpoint_kind "primary output" \
    clkSinkCount 8 \
    grt_max_degree 14 \
    clk_latency_ns 0.25 \
    maxCapViolCount 0 \
    grt_usage 0.0341 \
    yosysTopAreaCell "dfxtp_1" \
    first_iter_violations 28 \
    slew_viol_final 0 \
    ir_drop_mv 0.485 \
    logic_area_um2 184 \
    critPathTopFamily "buffers and inverters" \
    htree_levels 1 \
    mux_area_frac 0.0605 \
    grt_pass1_wl_mm 1.68 \
    crit_path_start_kind "register" \
    setup_violations 0 \
    wl_mm 1.07 \
    drive_above_1_share 0.281 \
    vias 383 \
    cpPeakStageDelay_ns 0.47 \
    slowest_stage "clkdlybuf4s50_1" \
    compound_area_frac 0.139 \
    wl_per_cell_um 9.75 \
    fillers 389 \
    period_needed_ns 1.34 \
    setup_tns_ns 0 \
    ys_sh_adder 0.0356 \
    gp_congestion 0.778 \
    area_delta_synth_final_pct 88.6 \
    coreArea_um2 3420 \
    gr-total-overflow 0 \
    r2r_setup_slack_ns 0.20 \
    viasPerCell 3.48 \
    whs_ns 0.458 \
    antenna_found_initial 0 \
    die_h_um 80 \
    ys_area_um2 352 \
    cp_data_required_time_ns 1.12 \
    cts_hold_buf 0 \
    ys_cells 40 \
    p_per_area_nw_per_um2 1020 \
    crit_end "count[6]" \
    reg2reg_from "count[0]" \
    hold_path.class "register to register" \
    cts.clk_slew.worst_paths_ns 0.05 \
    hold_viol_final 0 \
    rr_worst_depth 4 \
    path_buffers 1 \
    largest_reg_flops 8 \
    leakagePower_uw 0.000265 \
    fin_skew_ns 0.00495 \
    warning_count 25 \
    cts_buffer_depth 2 \
    top_cell_area_share 0.456 \
    fmax_ghz 0.745 \
    min_from "count[0]" \
    yosys.cell_types.count 17 \
    grt_pass1_vias 323 \
    path_max_fanout 3 \
    startpoint "count[6]" \
    num_rows 21 \
    run_status "finished, final reports clean" \
    topCellsByArea "dfxtp_1 (46%), nor2_1 (6.4%), a31oi_1 (5.3%)" \
    netlist_area_um2 352 \
    xor_share 0.0747 \
    fin_crit_sh 0.959 \
    io_pins 18 \
    r2r-end "count[6]" \
    synth_flops 8 \
    drtAntennaViolNets 0 \
    max_slew_margin 0.880 \
    path_cells "clkdlybuf4s50_1" \
    crit_cells 1 \
    criticalPathCategory "register to primary output" \
    cts_made_buffers 3 \
    hpwlAfterDp_um 840 \
]
worst min path at each step:
stage,end,depth (start not counted)
4_1_cts,count[0],1
5_1_grt,count[0],1
6_report,count[0],1
metal layers:
metal	global-route usage	vias up	part of all wire	wire length (um)
li1	-	196	-	-
met1	0.0489	164	0.53	568
met2	0.0369	23	0.31	329
met3	0.0307	0	0.16	175
met4	0.00176	0	0	0
met5	0	-	0	0
stage by stage:
stage | cells | power, uW | utilization | cell area (um2) | setup slack, ns
after floorplan | 40 | 366 | - | 352 | 0.251
after global placement | 103 | 480 | 0.171 | 583 | 0.119
after detailed placement | 103 | 482 | 0.171 | 583 | 0.125
after CTS | 106 | 668 | 0.181 | 618 | 0.00202
after global routing | 110 | 736 | 0.194 | 663 | 0.00677
final | 110 | 676 | 0.194 | 663 | 0.0576
cell type report:
type                       instances  share of cell area
sequential                         8               0.272
multi-input combinational         30               0.277
tap                               46              0.0868
timing repair buffer              22               0.325
clock buffer                       3              0.0340
inverter                           1             0.00566
cell families (layout without fill, tap and decap cells):
family,after synthesis,after routing
AND/OR/NAND/NOR,15,15
AND-OR/OR-AND,9,9
flip-flops,8,8
XOR/XNOR,3,3
multiplexers,2,2
buffers and inverters,2,26
adder cells (fa/ha/maj),1,1
cells in the final DEF (no fill, tap or decap):
cell type,n
clkdlybuf4s50_1,14
nor2_1,6
buf_4,5
dfxtp_4,4
dfxtp_2,4
o21ai_0,3
or3_1,3
a31oi_1,3
a21oi_1,3
clkbuf_4,3
dlymetal6s2s_1,3
nand2_1,2
nand3_1,2
xor2_1,2
nand3_2,1
xnor2_1,1
mux2_2,1
inv_1,1
mux2i_1,1
nand4_1,1
ha_1,1
synthesized netlist by cell type:
| cell | n |
|---|---|
| nand2_1 | 2 |
| o21ai_0 | 3 |
| xor2_1 | 2 |
| inv_1 | 1 |
| nand3_2 | 1 |
| a21oi_1 | 3 |
| a31oi_1 | 3 |
| dfxtp_1 | 8 |
| or3_1 | 3 |
| clkbuf_1 | 1 |
| mux2i_1 | 1 |
| ha_1 | 1 |
| xnor2_1 | 1 |
| nor2_1 | 6 |
| mux2_2 | 1 |
| nand3_1 | 2 |
| nand4_1 | 1 |
power by group:
part | total (uW) | leakage (uW) | internal, uW | switching [uW]
registers | 302 | 0.0000683 | 272 | 29.9
clock network | 171 | 0.0000138 | 97.7 | 72.8
logic | 204 | 0.000182 | 133 | 70.6
timing repair:
item                                    in CTS  in global routing
resized                                      8                  7
endpoints found under the hold margin        0                  0
endpoints found under the setup margin       6                  8
setup buffers                                0                  4
Power is estimated from default activity; no workload was simulated.
